**/design/flow/config.mk**
```make
export PLATFORM = sky130hd
export DESIGN_NAME = CF_CPLD
export DESIGN_NICKNAME = CF_CPLD
export VERILOG_FILES = /design/flow/design.v
export SDC_FILE = /design/flow/constraint.sdc
export NUM_CORES = 4
export LEC_CHECK = 1
export CORE_AREA = 10 10 110 110
export DIE_AREA = 0 0 120 120
```
**/design/flow/constraint.sdc**
```tcl
current_design CF_CPLD

set clk_period 3.9
set clk_io_pct 0.2

create_clock -name clk0 -period $clk_period [get_ports {osc_40mhz}]

set non_clock_inputs [all_inputs -no_clocks]
set_input_delay [expr $clk_period * $clk_io_pct] -clock clk0 $non_clock_inputs
set_output_delay [expr $clk_period * $clk_io_pct] -clock clk0 [all_outputs]
```
**/design/flow/design.v**
```verilog
`timescale 1ns/1ps
module CF_CPLD
#(parameter SU_TIMER_BITS=3,         
            C_TIMER_BITS=18          
)
(
    input osc_40mhz,
    input n_reset,
    input n_sel,
    input n_uds,
    input n_lds,
    input n_write,
    input [2:0] fc,
    input [5:4] addr,
    output logic n_dtack_drv,
    output logic ddir,
    output logic n_dben,
    input [1:0] t,
    output logic n_rdstat,
    output logic n_wrcon,
    output logic n_cs0,
    output logic n_cs1,
    output logic n_rd,
    output logic n_wr,
    output logic cf_ddir,
    input func1,
    output logic debug1
);
    reg n_sel_reg1;
    reg n_sel_reg2;
    reg n_uds_reg1;
    reg n_uds_reg2;
    reg n_lds_reg1;
    reg n_lds_reg2;
    wire n_sel_regd = !(!n_sel_reg1 && !n_sel_reg2);
    wire n_uds_regd = !(!n_uds_reg1 && !n_uds_reg2);
    wire n_lds_regd = !(!n_lds_reg1 && !n_lds_reg2);
    localparam
        MODE_PIO01 = 2'b00,
        MODE_PIO23 = 2'b01,
        MODE_PIO4 = 2'b10,
        MODE_ASYNC = 2'b11;
    reg [SU_TIMER_BITS-1:0] su_timer;
    reg [C_TIMER_BITS-1:0] c_timer;
    reg [1:0] m_state;
    localparam
        M_IDLE = 2'd0,
        M_ACCESS = 2'd1,
        M_RECOVERY = 2'd2;
    wire selected;
    wire selected_pio;
    wire su_time_met;
    localparam
        FC_USER_DATA = 3'b001,
        FC_USER_PROG = 3'b010,
        FC_SUP_DATA = 3'b101,
        FC_SUP_PROG = 3'b110,
        FC_CPU_SPACE = 3'b111;
    always_comb begin
        selected     = (t == MODE_ASYNC) ? (!n_sel      && (fc == FC_SUP_DATA)) :
                                           (!n_sel_regd && (fc == FC_SUP_DATA));
        selected_pio = (t == MODE_ASYNC) ? 1'b0 : (!n_sel_regd && (fc == FC_SUP_DATA));
        su_time_met = ((t == MODE_PIO01) && su_timer[2]) ||
                      ((t == MODE_PIO23) && su_timer[1]) ||
                      ((t == MODE_PIO4)  && su_timer[0]);
        n_dben = n_sel;
        ddir = n_write;
        cf_ddir = !(selected && !addr[5] && n_write);
        n_cs0 = (t == MODE_ASYNC) ? !(!addr[4] && selected) :
                                    !(!addr[4] && selected && (m_state == M_ACCESS));
        n_cs1 = (t == MODE_ASYNC) ? !( addr[4] && selected) :
                                    !( addr[4] && selected && (m_state == M_ACCESS));
        n_rd = !(selected && !addr[5] && n_write &&
                 (
                  ((!n_uds_regd || !n_lds_regd) && (m_state == M_ACCESS) &&
                   (
                    ((t == MODE_PIO01) && su_timer[2]) ||
                    ((t == MODE_PIO23) && su_timer[1]) ||
                    ((t == MODE_PIO4)  && su_timer[0])
                   )
                  ) ||
                  ((t == MODE_ASYNC) && (!n_uds      || !n_lds))
                 )
                );
        n_wr = !(selected && !addr[5] && !n_write &&
                 (
                  ((!n_uds_regd || !n_lds_regd) && (m_state == M_ACCESS) &&
                   (
                    ((t == MODE_PIO01) && su_timer[2] && !c_timer[6]) ||
                    ((t == MODE_PIO23) && su_timer[1] && !c_timer[3]) ||
                    ((t == MODE_PIO4)  && su_timer[0] && !c_timer[2])
                   )
                  ) ||
                  ((t == MODE_ASYNC) && (!n_uds || !n_lds))
                 )
                );
        n_rdstat = !(selected &&  n_write && addr[5] && !n_uds);
        n_wrcon  = !(selected && !n_write && addr[5] && !n_uds);
        n_dtack_drv = !((selected && addr[5] && !n_uds) ||
                        ((m_state == M_ACCESS) && (!n_uds_regd || !n_lds_regd) &&
                         (
                          ((t == MODE_PIO01) && c_timer[7]) ||
                          ((t == MODE_PIO23) && c_timer[4]) ||
                          ((t == MODE_PIO4)  && c_timer[3])
                         )
                        ) ||
                        ((t == MODE_ASYNC) && selected && (!n_uds || !n_lds))
                       );
        debug1 = 1'b0;
    end
    always_ff @(negedge osc_40mhz or negedge n_reset) begin
        if (!n_reset) begin
            n_sel_reg1 <= 1'b1;
            n_uds_reg1 <= 1'b1;
            n_lds_reg1 <= 1'b1;
        end
        else begin
            n_sel_reg1 <= n_sel;
            n_uds_reg1 <= n_uds;
            n_lds_reg1 <= n_lds;
        end
    end
    always_ff @(posedge osc_40mhz or negedge n_reset) begin
        if (!n_reset) begin
            n_sel_reg2 <= 1'b1;
            n_uds_reg2 <= 1'b1;
            n_lds_reg2 <= 1'b1;
        end
        else begin
            n_sel_reg2 <= n_sel_reg1;
            n_uds_reg2 <= n_uds_reg1;
            n_lds_reg2 <= n_lds_reg1;
        end
    end
    always_ff @(negedge osc_40mhz) begin
        if (m_state == M_IDLE) begin
            su_timer <= 'd0;
            c_timer <= 'd0;
        end
        else begin
            su_timer <= {su_timer[SU_TIMER_BITS-2:0], 1'b1};
            if (su_time_met && (!n_uds_regd || !n_lds_regd) || (m_state == M_RECOVERY)) begin
                c_timer <= {c_timer[C_TIMER_BITS-2:0], 1'b1};
            end
        end
        if (!n_reset) begin
            m_state <= M_IDLE;
        end
        else begin
            case (m_state)
                M_IDLE:
                    begin
                        if (selected_pio && !addr[5]) begin
                            m_state <= M_ACCESS;
                        end
                    end
                M_ACCESS:
                    begin
                        if (!selected_pio) begin
                            m_state <= M_RECOVERY;
                        end
                    end
                M_RECOVERY:
                    begin
                        if ((t == MODE_PIO01) && c_timer[17] ||
                            (t == MODE_PIO23) && c_timer[9] ||
                            (t == MODE_PIO4)  && c_timer[4]) begin
                            m_state <= M_IDLE;
                        end
                    end
            endcase
        end
    end
endmodule
```
**/design/flow/run.sh**
```bash
#!/bin/bash
# OpenROAD 26Q1-2900-gdf79404cd8, Yosys 0.63+post, stock flow scripts
make -C /OpenROAD-flow-scripts/flow DESIGN_CONFIG=/design/flow/config.mk WORK_HOME=/design/flow/orfs finish
```
==> flow_summary.ini <==
; flow metrics
[outcome]
status = finished, violations left
violations = setup timing

[final_layout]
fillers = 1066
syn_to_final_growth_pct = 52.0
stdcell_area_um2 = 1930
final_common_cell = inv_1
drive_gt1_share_pct = 29.2
mostFrequentLayoutCells = 30 x inv_1, 25 x nand2_1, 23 x dfxtp_1

[cts]
htreeDepth = 2
clock.latency.late_pin_ps = 340
cts.clk_slew.worst_paths_ps = 30
clock_sinks = 30
cts_buffer_depth = 2
ctsHoldBuffers = 0
cts_tree = done
numCtsBuffers = 5
cts_root_buf = clkbuf_8

[routing]
wirelength_um = 2820
first_iter_violations = 16
drc_errors = 0
antenna_cells = 0
wl_per_cell_um = 8.68
drtAntennaViolNets = 0
viasPerCell = 3.34
vias = 1086
drt_pass1_iterations = 4

[flow_run]
warnings = 55
maxCapViolations = 0

[final_timing]
fin_setup_tns_ps = -3010
rsz0062_at_grt = true
setup_violations = 8
fin_ws_ps = -501
skew_ps = 61.6
maxSlewViolCount = 0
max_slew_margin_pct = 63.3
worst_pin_slew_ps = 550
hold_viol_final = 0

[grt]
grt_max_degree = 21
grt.total_usage_pct = 3.82
antenna_found_initial = 0
grt_pass1_vias = 1047
grt_pass1_wl_um = 4650
grt_overflow = 0

[worst_hold_path]
hold_path_end = c_timer[0]$_SDFFE_NP0P_
min-delay-start = c_timer[0]$_SDFFE_NP0P_
hold_path_class = reg2reg
holdPathStages = 2

[floorplanning]
io_pins = 25
die_y_um = 120
chipArea_um2 = 14400
fp-utilization_pct = 13.0
die_x_um = 120
coreArea_um2 = 9770
fp-row-count = 36

[setup_path]
rrSetupSlack_ps = 580
cp.arrival_ps = 3620
start_kind = register
worst-setup-path-type = reg2out
r2r_cells = 7
reg2reg_to = m_state[0]$_DFF_N_
cp.required_ps = 3120
timing.rr.start = n_sel_reg2$_DFF_PN1_
critPathCaptureType = output port
crit_path_max_fanout = 2

[power]
leakage_nw = 0.894
power_density_nw_per_um2 = 359
peakVddDrop_mv = 0.107

[synthesis]
ys_async_sr_fraction_pct = 20.0
yosysWarnings = 4
yosysCellCount = 128
ys_chip_area_um2 = 1270
ff_type = dfxtp_1
postSynthAreaPerCell_um2 = 9.94
ys_seq_elements = 30
synth_area_um2 = 1270
synth-edff-count = 0
seq_area_frac_synth_pct = 50.1
syn_inst = 128
yosysUniqueCellTypes = 31

[placed_design]
io_buffers = 22
post-place-ws_ps = -493
gp_congestion = 0.813
placed_area_um2 = 1710
dp_hpwl_um = 1980
what timing repair did:
action                     in CTS  in global routing
setup endpoints to repair      27                 10
pin swaps                       8                  6
buffers inserted                3                  1
gates resized                  34                 10
report_power, final:
group / internal, mW / total (mW) / switching, mW
logic: 0.0246 / 0.0430 / 0.0184
registers: 0.316 / 0.318 / 0.00213
clock network: 0.157 / 0.332 / 0.175
cell type report:
type	count	area (µm²)	area share, %
Clock inverter	29	113	5.82
Multi-Input combinational cell	85	607	31.4
Clock buffer	5	68.8	3.56
Tap cell	133	166	8.60
Inverter	3	11.3	0.582
Timing Repair Buffer	40	329	17.0
Sequential cell	30	639	33.1
per-layer routing:
layer / vias up / share of wire, % / wire, µm / GRT usage (%)
met2: 28 / 40 / 1140 / 5.40
met4: 0 / 0.71 / 20 / 1.13
met3: 4 / 6.5 / 183 / 1.67
met5: - / 0 / 0 / 0
li1: 562 / - / - / -
met1: 492 / 52 / 1480 / 5.18
registers in the layout (all words and copies together) (netlist names):
signal	flops
m_state	3
n_uds_reg1	1
n_sel_reg1	1
n_lds_reg1	1
su_timer	3
n_uds_reg2	1
n_lds_reg2	1
n_sel_reg2	1
c_timer	18
cell usage after synthesis (all sizes together) (3+ instances only):
cell | instances | area [µm²]
nand2 | 26 | 97.6
dfxtp | 24 | 480
mux2i | 20 | 200
buf | 7 | 63.8
dfstp | 6 | 158
o21ai | 5 | 25.0
a21oi | 4 | 20.0
inv | 4 | 15.0
nor2 | 4 | 15.0
nor2b | 4 | 27.5
nand3 | 3 | 15.0
worst max path at each step:
stage	from	end	slack, ps	cells after the start
4_1_cts	c_timer[6]$_SDFFE_NP0P_	n_wr	-540	5
5_1_grt	c_timer[6]$_SDFFE_NP0P_	n_wr	-610	5
6_report	c_timer[6]$_SDFFE_NP0P_	n_wr	-500	5
worst max-delay path: stages, from the launching register on:
cell,delay (ps)
dfxtp_2,310
or3b_1,360
a21oi_2,120
o21ai_1,70
a2111o_1,350
buf_2,120
stage by stage:
| step | hold slack (ps) | power (mW) | std cells | util [%] |
|---|---|---|---|---|
| 5_1_grt | 478 | 0.749 | 325 | 19.8 |
| 2_1_floorplan | 426 | 0.380 | 128 | - |
| 6_report | 452 | 0.694 | 325 | 19.8 |
| 3_3_place_gp | 441 | 0.404 | 288 | 17.5 |
| 3_5_place_dp | 451 | 0.403 | 288 | 17.5 |
| 4_1_cts | 456 | 0.705 | 324 | 19.4 |
cell families (layout without fill, tap and decap cells):
| kind of cell | Yosys count | after routing | share of synthesized area (%) |
|---|---|---|---|
| AND/OR/NAND/NOR | 47 | 47 | 18.1 |
| flip-flops | 30 | 30 | 50.1 |
| multiplexers | 20 | 20 | 15.7 |
| AND-OR/OR-AND | 17 | 17 | 8.95 |
| buffers and inverters | 13 | 77 | 6.78 |
| other | 1 | 1 | 0.295 |
Power and IR drop assume default switching activity.
